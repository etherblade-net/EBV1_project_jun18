===== flow/config.mk =====
export PLATFORM = sky130hd
export DESIGN_NAME = round_robin_sheduler
export DESIGN_NICKNAME = round_robin_sheduler
export VERILOG_FILES = /design/flow/design.v
export SDC_FILE = /design/flow/constraint.sdc
export NUM_CORES = 4
export LEC_CHECK = 1
export CORE_AREA = 10 10 70 70
export DIE_AREA = 0 0 80 80

===== flow/constraint.sdc =====
current_design round_robin_sheduler

set clk_period 2.3
set clk_io_pct 0.2

create_clock -name clk0 -period $clk_period [get_ports {clk}]

set non_clock_inputs [all_inputs -no_clocks]
set_input_delay [expr $clk_period * $clk_io_pct] -clock clk0 $non_clock_inputs
set_output_delay [expr $clk_period * $clk_io_pct] -clock clk0 [all_outputs]

===== flow/design.v =====
`timescale 1ns / 1ps
module round_robin_sheduler (
  input clk,
  input rst,
  input [7:0] tdata_i_0,
  input [7:0] tdata_i_1,
  input tvalid_i_0,
  input tvalid_i_1,
  input tlast_i_0,
  input tlast_i_1,
  input tready_o,
  output [7:0] tdata_o,
  output tvalid_o,
  output tlast_o,
  output tready_i_0,
  output tready_i_1
  );
  wire w_round_robin_scheduler_fsm_sel;
  wire tlast_mux_out; 
round_robin_scheduler_fsm ROUND_ROBIN_SCHEDULER_FSM1 (.clk(clk), .rst(rst), .tvalid(tvalid_o), .tready(tready_o), .tlast_i(tlast_mux_out), .sel(w_round_robin_scheduler_fsm_sel), .tlast_o(tlast_o));
assign tdata_o = (w_round_robin_scheduler_fsm_sel) ? tdata_i_1 : tdata_i_0;
assign tvalid_o = (w_round_robin_scheduler_fsm_sel) ? tvalid_i_1 : tvalid_i_0;
assign tlast_mux_out = (w_round_robin_scheduler_fsm_sel) ? tlast_i_1 : tlast_i_0;
assign tready_i_0 = (~w_round_robin_scheduler_fsm_sel && tready_o);
assign tready_i_1 = (w_round_robin_scheduler_fsm_sel && tready_o);
endmodule
`timescale 1ns / 1ps
module round_robin_scheduler_fsm(
input clk,				 
input rst,				 
input tvalid,			    
input tready,			 
input tlast_i,			 
output sel,				 
output tlast_o			 
);
parameter HEADER = 1'b0;
parameter BODY = 1'b1;
reg state;
always@(posedge clk)
  begin
    if(rst)
      begin
        state <= HEADER;	 
	  end
  else
    begin
     case(state)
       HEADER: if(tvalid && tready && tlast_i) 
            begin 
              state <= BODY; 
            end
           else
            begin
              state <= HEADER;
            end
       BODY: if(tvalid && tready && tlast_i) 
            begin 
              state <= HEADER; 
            end
		   else
            begin
              state <= BODY;
            end
     endcase
    end
 end
 assign sel = ((state == BODY));
 assign tlast_o = ((state == BODY) && (tlast_i));
endmodule

===== flow/run.sh =====
#!/bin/bash
# OpenROAD 26Q1-2900-gdf79404cd8, Yosys 0.63+post, stock flow scripts
make -C /OpenROAD-flow-scripts/flow DESIGN_CONFIG=/design/flow/config.mk WORK_HOME=/design/flow/orfs finish

==> run summary <==
Latest figures from synthesis and place and route.

Counting I/O delays and the setup requirement, the final critical path takes 2.070 ns. The placement summary gives the final routability congestion estimate as 0.7858. The setup-violating endpoint count in the final report is 0. According to the timing report, the arrival time at the worst endpoint equals around 1.6 ns. The startpoint of the most critical setup path is tready_o. Looking at the reg2reg group, the worst path starts from ROUND_ROBIN_SCHEDULER_FSM1.state. Timing would allow up to 0.4832 GHz. According to the floorplan report, the total die area is around 0.0064 mm².

Dividing total power by cell area gives a power density of 189.4 mW/mm². The routed length per instance is 11.31 µm. According to the floorplan log, the row count is 21. The flow reports that the clock network draws 0% of the design power.

The power report attributes to the sequential group a share of about 18%. Max-cap violations in this run came to 0. The type of destination of the critical path is a primary output. The timing report gives the biggest stage delay along the critical path as between 0.5 and 0.6 ns. The combinational share of power is 81.8%. The slew of the pin with the lowest slew margin is 0.2027 ns. The critical path endpoint has a required time of ~1.8 ns.

The y dimension of the die is 80 µm. Per the synth log, the flip-flop and latch total comes to 1. Along the worst path, the maximum fanout reaches 4. The proportion of total power due to net switching is 16.61%. Counting the fill cells in the layout gives between 300 and 400. The path class of the tightest hold or removal check is flop to flop.

The critical path class is primary input to primary output. The endpoint of the lowest-slack register-to-register path is ROUND_ROBIN_SCHEDULER_FSM1.state. In the routed netlist, the antenna diode instances number 0. Gates resized during post-CTS repair numbered 0. Per the detailed-route log, wirelength across all metal layers totals between 1 and 1.5 mm. After clock tree synthesis, the clock-pin slew on the worst setup and hold paths is 0 ns. The library cell appearing most often on the critical path is clkdlybuf4s50_1.

Across the whole layout, storage elements account for 20.02 µm². Before antenna repair, the detailed router went through 5 iterations. The insertion delay to the later sink of the worst-skew pair is 0 ns. The synthesized cell area is about 190 µm². The library cells used most frequently in the layout, excluding fill and tap cells, are clkdlybuf4s50_1, mux2_4, mux2_2, and2_1. The proportion of layout cells with a drive suffix above 1 is 19.61%. Across all register-to-register paths, the minimum setup slack is 1.34 ns. After synthesis, the design contains 17 cells according to Yosys. Per the post-route antenna check, the number of violating nets is 0. The worst setup path is launched from a primary input.

Post-CTS timing repair inserted 0 buffers for setup. The final cell area excluding filler cells is just under 600 µm². The critical path capture point is tready_i_0.

The largest registers in the layout are ROUND_ROBIN_SCHEDULER_FSM1.state (1). The slew check shows that the tightest pin keeps a relative margin of 86.47%. The unique cell type count in the Yosys netlist is 9.

The script extracted a net switching power of 0.01838 mW. The share of the clock period used by the worst path is 89.98%. The number of flip-flops in the largest register is 1. The share of the core area taken by cells at floorplan is 5.568%. The timing report shows that the slowest cell on the worst path is clkdlybuf4s50_1. The number of instances in the placed design is 97. Walking the worst path, the cells encountered are clkdlybuf4s50_1 > nor2b_1 > clkdlybuf4s50_1. From synthesis to final layout, the design area changed by 207.2%. The total overflow left after global routing is 0.

Summing the sequential cell areas from Yosys gives 10.53% of the chip area. Once placement finished, the instance area stood at between 500 and 600 µm². The total number of vias is 284.

Looking at the VDD voltage map, the peak drop is between 0.05 and 0.06 mV. The largest net degree at the start of global routing is 11. The area of the multi-input gates is 158.9 µm². The first global-routing pass estimated about 1.6 mm of wire. The flow ran to the end, and the final reports show no timing, DRC or antenna violations.

The global routing usage summed across all routing layers is 3.072%. The count of warning messages emitted by the tools is 28. For this run, the number of standard cells in the final layout without fillers is 97. A synthesized cell averages 11.19 µm². The reported leakage power is approximately 0.21 nW. The I/O pin total is 35. The via count of the first global-routing pass is 307.

The number of hold-repair buffers added at the cts stage is 0. The number of pins with negative max-slew slack in the final report is 0. The horizontal die dimension reported for this design is 80 µm. Setup repair after global routing left no endpoint under its margin. The number of antenna violations at the first check in global routing is 0. The synthesis report lists the Yosys warning total as 1.

The total DRC errors in the routed layout is 0. Clock skew on the completed layout was measured at 0 ns. The cell-internal power is 0.09227 mW. The final-report hold violation count is 0. Setup total negative slack on the finished layout was measured at 0 ns. By instance count after routing, the leading logic cell type is clkdlybuf4s50_1.

The logic depth of the worst register-to-register path is 3. The violation tally recorded at the end of detailed-routing iteration 0 is 7. In the synthesized netlist, the number of instances is 17.

The count of buffers added on input and output ports is 34. Using the TritonRoute via totals, the vias-per-cell ratio works out to between 2 and 3. The floorplan step defined a core boundary enclosing 0.003416 mm². The area recorded from the Yosys report for this design is between 150 and 200 µm². The register with the most flip-flops is ROUND_ROBIN_SCHEDULER_FSM1.state.
==> power groups by stage <==
| stage | combinational [mW] | sequential [mW] | clock, mW |
|---|---|---|---|
| 4_1_cts | 0.0926 | 0.0203 | 0 |
| 6_report | 0.0905 | 0.0201 | 0 |
| 5_1_grt | 0.0982 | 0.0205 | 0 |
==> worst min path at each step <==
stage | end | cells past startpoint | startpoint | slack, ns
CTS | ROUND_ROBIN_SCHEDULER_FSM1.state | 3 | ROUND_ROBIN_SCHEDULER_FSM1.state | 0.83
global route | ROUND_ROBIN_SCHEDULER_FSM1.state | 3 | ROUND_ROBIN_SCHEDULER_FSM1.state | 0.90
finish | ROUND_ROBIN_SCHEDULER_FSM1.state | 3 | ROUND_ROBIN_SCHEDULER_FSM1.state | 0.82
==> synthesized netlist by cell type <==
cell type / number / area share [%]
dfxtp_1: 1 / 11
and2_1: 2 / 6.6
mux2_4: 5 / 39
nor2_1: 1 / 2.0
a41o_1: 1 / 5.3
a31oi_1: 1 / 3.3
nor2b_1: 1 / 3.3
mux2_2: 4 / 24
buf_6: 1 / 5.9
==> cell type report <==
cell class	count	area share (%)
Multi-Input combinational cell	15	27.19
Sequential cell	1	3.426
Tap cell	46	9.850
Timing Repair Buffer	35	59.53
==> routing by layer <==
metal	vias up	wire length [µm]	GRT usage, %
met5	-	0	0
met4	0	0	0
met3	0	236	2.045
met2	35	360	4.494
met1	116	500	3.892
li1	133	-	-
==> through the flow <==
stage,hold WS (ns),util [%],worst slack (ns),total power [mW]
floorplan,0.6076,-,1.004,0.04215
global placement,0.8294,17.11,0.2167,0.1120
detailed placement,0.8234,17.11,0.2271,0.1121
CTS,0.8283,17.11,0.2258,0.1129
global route,0.8995,17.11,0.1836,0.1187
finish,0.8160,17.11,0.2304,0.1107
==> cells by family after synthesis <==
kind of cell | Yosys count | synth area share (%)
multiplexers | 9 | 63.16
flip-flops | 1 | 10.53
buffers and inverters | 1 | 5.921
AND-OR/OR-AND | 2 | 8.555
AND/OR/NAND/NOR | 4 | 11.84
==> worst max-delay path, delay by kind of cell <==
family | cells | cell delay, ns
buf+inv | 2 | 1.00
simple gates | 1 | 0.14
Power is estimated from default activity; no workload was simulated.
